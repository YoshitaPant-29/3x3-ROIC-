===== config.mk =====
export PLATFORM = sky130hd
export DESIGN_NAME = pixel_scanner_v11
export DESIGN_NICKNAME = pixel_scanner_v11
export VERILOG_FILES = /design/flow/design.v
export SDC_FILE = /design/flow/constraint.sdc
export NUM_CORES = 4
export LEC_CHECK = 1
export CORE_UTILIZATION = 30

===== constraint.sdc =====
current_design pixel_scanner_v11

set clk_period 2.2
set clk_io_pct 0.2

create_clock -name clk0 -period $clk_period [get_ports {clk}]

set non_clock_inputs [all_inputs -no_clocks]
set_input_delay [expr $clk_period * $clk_io_pct] -clock clk0 $non_clock_inputs
set_output_delay [expr $clk_period * $clk_io_pct] -clock clk0 [all_outputs]

===== design.v =====
`timescale 1ns / 1ps
module pixel_scanner_v11 (
    input clk,
    input master_rst,
    output reg fsync,
    output reg intg,
    output reg [2:0] row,
    output reg [2:0] col
);
    parameter IDLE         = 4'd0;
    parameter FSYNC        = 4'd1;
    parameter INTG_ON      = 4'd2;
    parameter ROW_START    = 4'd3;
    parameter COL_0        = 4'd4;
    parameter COL_1_WAIT   = 4'd5;
    parameter COL_1        = 4'd6;
    parameter COL_2_WAIT   = 4'd7;
    parameter COL_2        = 4'd8;
    parameter NEXT_ROW     = 4'd9;
    parameter INTG_OFF     = 4'd10;
    parameter DELAY        = 4'd11;
    reg [3:0] state;
    reg [3:0] intg_count;
    reg [2:0] delay_count;
    reg [1:0] row_index;
    always @(posedge clk or posedge master_rst) begin
        if (master_rst) begin
            state <= IDLE;
            fsync <= 0;
            intg <= 0;
            row <= 0;
            col <= 0;
            intg_count <= 0;
            delay_count <= 0;
            row_index <= 0;
        end else begin
            case (state)
                IDLE: begin
                    fsync <= 1;
                    state <= FSYNC;
                end
                FSYNC: begin
                    fsync <= 0;
                    intg <= 1;
                    intg_count <= 0;
                    row_index <= 0;
                    state <= ROW_START;
                end
                ROW_START: begin
                    row <= (3'b001 << row_index);
                    delay_count <= 0;
                    col <= 3'b001;  
                    state <= COL_0;
                end
                COL_0: begin
                    col <= 3'b000;
                    delay_count <= 0;
                    state <= COL_1_WAIT;
                end
                COL_1_WAIT: begin
                    if (delay_count < 5)
                        delay_count <= delay_count + 1;
                    else begin
                        col <= 3'b010;  
                        delay_count <= 0;
                        state <= COL_1;
                    end
                end
                COL_1: begin
                    col <= 3'b000;
                    delay_count <= 0;
                    state <= COL_2_WAIT;
                end
                COL_2_WAIT: begin
                    if (delay_count < 5)
                        delay_count <= delay_count + 1;
                    else begin
                        col <= 3'b100;  
                        delay_count <= 0;
                        state <= COL_2;
                    end
                end
                COL_2: begin
                    col <= 3'b000;
                    row <= 3'b000;
                    intg_count <= intg_count + 1;
                    if (row_index < 2) begin
                        row_index <= row_index + 1;
                        state <= ROW_START;
                    end else begin
                        state <= INTG_OFF;
                    end
                end
                INTG_OFF: begin
                    if (intg_count >= 10) begin
                        intg <= 0;
                        delay_count <= 0;
                        state <= DELAY;
                    end else begin
                        intg_count <= intg_count + 1;
                    end
                end
                DELAY: begin
                    if (delay_count < 1)
                        delay_count <= delay_count + 1;
                    else
                        state <= IDLE;
                end
                default: state <= IDLE;
            endcase
        end
    end
endmodule

===== run.sh =====
#!/bin/bash
# OpenROAD 26Q1-2900-gdf79404cd8, Yosys 0.63+post, stock flow scripts
make -C /OpenROAD-flow-scripts/flow DESIGN_CONFIG=/design/flow/config.mk WORK_HOME=/design/flow/orfs finish

==> impl_metrics.yaml <==
# synthesis and place-and-route metrics
floorplanning:
  core_um2: 4030
  rows: 23
  die_area_um2: 4460
  chipHeight_um: 66.8
  num_io_pins: 10
  die_width_um: 66.8
  fp-utilization: 0.313
finish:
  final_cell_mix: "dfrtp_1, nand2_1, o21ai_0, nor2_1, clkdlybuf4s50_1"
  final_core_util: 0.359
  syn_to_final_growth_pct: 14.9
  final_cells: 180
  drive_gt1_frac: 0.108
  final_common_cell: "dfrtp_1"
place:
  numPortBuffers: 9
  place_ws_ns: 0.439
  placedCellCount: 176
  hpwl_um: 1600
  gp_congestion: 0.843
logic_synthesis:
  yosys_warnings: 1
  netlist_area_um2: 1260
  syn_inst: 119
  async_flop_share: 1.00
  ys_area_um2: 1260
  seq_area_frac_synth: 0.537
  synth_top_flop_cell: "dfrtp_1"
  ys_ff: 27
  edf_count: 0
  synth_area_per_cell_um2: 10.6
  ys_cells: 119
  synth.distinct_cells: 34
sta:
  worst_pin_slew_ns: 0.442
  hold_viol: 0
  finalClockSkew_ns: 0.00241
  max_slew_margin: 0.706
  slew_viol_final: 0
  fin_crit_sh: 0.803
  worst_slack_ns: 0.433
  period_minus_slack_ns: 1.77
  fmax_mhz: 566
  setup_violations: 0
  tns_ns: 0
  rsz0062_at_grt: "false"
clock_tree:
  cts-buffers-inserted: 3
  cts_root_buf: "clkbuf_8"
  clk_pin_slew_ns: 0.09
  holdBufCountCts: 0
  cts.path.max_buffers: 2
  cts_tree: "yes"
  post_cts_resized: 0
  h-tree-depth: 1
  post-cts-setup-buffers: 0
  clk_latency_ns: 0.27
  cts_sinks: 27
drt:
  dr_wl_met2_um: 983
  diodes: 0
  totalWireLength_um: 2220
  ant_nets: 0
  drcViolationCount: 0
  dr.pass1.iters: 4
  drt-met1-wl_um: 1150
  wl_per_cell_um: 12.3
  met3_length_um: 60
  vias: 865
  drt_iter0_drc: 26
  top_layer: "met4"
  vias_per_cell: 4.81
job:
  warning_count: 28
  cap_violations: 0
grt:
  antenna_found_initial: 0
  grt_pass1_wl_um: 4080
  grt_max_degree: 28
  grt_pass1_vias: 867
  grt-ovfl-total: 0
  track_usage: 0.123
outcome:
  status: "finished clean"
setup_path:
  required_ns: 2.36
  critical_path.endpoint_type: "flop"
  worstSetupStartpointType: "flop"
  r2r-end: "delay_count[1]"
  r2r_start: "intg_count[0]"
  rrSetupSlack_ns: 0.43
  worstRegToRegCells: 6
  arrival_ns: 1.93
  critPathKind: "reg2reg"
  cp_max_fo: 4
power_and_ir_drop:
  p_leak_nw: 0.695
  power_uw: 782
  ir_drop_uv: 386
  pwr_density_cell_nw_per_um2: 540
worst_hold_path:
  holdCritStartpoint: "state[0]"
  hold_end: "state[5]"
  min_path_type: "reg2reg"
  whs_path_depth: 0
-- cell usage after synthesis (all sizes together) (3+ instances only) --
library cell,count,share of area
mux2i,3,0.024
o21ai,12,0.048
dfrtp,26,0.52
inv,7,0.021
and2,4,0.020
ha,6,0.060
nand2,14,0.044
nor2,10,0.030
or2,3,0.015
a21oi,8,0.035
-- flip-flops by register name, summed over array words and instances (netlist names) --
register and flops:
col 3, fsync 1, state 10, row 3, intg 1, delay_count 3, intg_count 4, row_index 2
-- layer usage --
metal / track usage / vias up
li1: - / 443
met1: 0.192 / 410
met2: 0.189 / 10
met3: 0.0243 / 2
met4: 0.0133 / 0
met5: 0 / -
-- metrics by stage --
step / hold WS [ns] / area (um^2)
after floorplan: 0.374 / 1260
after global placement: 0.398 / 1400
after detailed placement: 0.399 / 1400
after CTS: 0.411 / 1450
after global routing: 0.422 / 1450
final: 0.408 / 1450
-- kinds of logic (layout without fill, tap and decap cells) --
group,Yosys count,in the layout,share of synthesized area
xor gates and xnor gates,1,1,0.00695
DFF,27,27,0.537
buffers and inverters,10,21,0.0358
and+or+nand+nor,37,37,0.142
AOI/OAI and AO/OA,33,33,0.171
adders and majority gates,6,6,0.0596
muxes,5,5,0.0477
-- power breakdown --
group	leakage (nW)	internal [mW]	switching, mW
clock network	0.0255	0.127	0.147
registers	0.374	0.496	0
logic	0.296	0.00285	0.00926
-- critical path, stage by stage, from the launching register on --
cell and delay [ns]:
dfrtp_1 0.37, inv_1 0.10, ha_1 0.23, o31ai_2 0.33, nand2_1 0.19, nand2_2 0.14, mux2_4 0.30
-- final cells by class --
cell class | instances | area (um^2)
Sequential cell | 27 | 677
Clock inverter | 1 | 5.00
Timing Repair Buffer | 10 | 97.6
Fill cell | 411 | 2580
Inverter | 7 | 26.3
Clock buffer | 3 | 41.3
Tap cell | 50 | 62.6
Multi-Input combinational cell | 82 | 538
-- worst max path at each step --
stage                     to           from  cells past startpoint
CTS           delay_count[0]  intg_count[0]                      6
global route  delay_count[0]  intg_count[0]                      6
finish        delay_count[1]  intg_count[0]                      6
Power is estimated from default activity; no workload was simulated.
